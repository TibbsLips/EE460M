--- /design/flow/design.v ---
module clk1Hz(clk100Mhz, s_clk);
	input clk100Mhz;  
	output reg s_clk;  
	reg[27:0] counter;
	initial begin
		counter = 0;
	end
	always @ (posedge clk100Mhz)
	begin
		counter <= counter + 1;  
		if(counter < 50000000) begin
			s_clk <= 1'b1;
		end
		else if (counter >= 50000000 && counter < 100000000) begin
			s_clk <= 1'b0;
		end
		else begin
			counter <= 0;
		end
	end
endmodule
module clk1kHz(clk100Mhz, f_clk);
	input clk100Mhz;  
	output reg f_clk;  
	reg[17:0] counter;
	initial begin
		counter = 0;
	end
	always @ (posedge clk100Mhz)
	begin
		counter <= counter + 1;  
		if(counter < 50000) begin
			f_clk <= 1'b1;
		end
		else if (counter >= 50000 && counter < 100000) begin
			f_clk <= 1'b0;
		end
		else begin
			counter <= 0;
		end
	end
endmodule
module debounce(clk,in,out);
	input clk;
	input in;
	output out;
	wire q1;   
	wire q1n;  
	wire q2;   
	wire q2n;  
	DFF firstFlop(in,clk,q1,q1n);
	DFF secondFlop(q1,clk,q2,q2n);
	assign out = q2;
endmodule
module DFF(d,clk,q,qn);
	input d;
	input clk;
	output reg q;
	output reg qn;
	always@(posedge clk)
	begin
	  q<=d;
	  qn<=~d;
	end
endmodule
module sm_top(states, up, left, right, down, switch0, switch1, native_clk, s_clk, m_clk_LED, s_clk_stable);
	input up, left, right, down, switch0, switch1, native_clk, s_clk;
	output [2:0] states;
	output m_clk_LED, s_clk_stable;
	wire btnUstable;         
	wire btnLstable;
	wire btnRstable;
	wire btnDstable;
	wire sw0;
	wire sw1;
	clk1kHz fast(native_clk, f_clk);
	debounce du(f_clk,up,btnUstable);
	debounce dl(f_clk,left,btnLstable);
	debounce dr(f_clk,right,btnRstable);
	debounce dd(f_clk,down,btnDstable);
	debounce sc(f_clk, s_clk, s_clk_stable);
	clk1Hz med(native_clk, m_clk_LED);
	state_machine sm(m_clk_LED, s_clk_stable, btnUstable, btnLstable, btnRstable, btnDstable, switch0, switch1, states);
endmodule
module state_machine(f_clk, s_clk, btnU, btnL, btnR, btnD, sw0, sw1, select);
	input btnU, btnL, btnR, btnD, sw0, sw1;
	input s_clk, f_clk;
	output wire [2:0] select;
	reg [3:0] state;
	reg [3:0] next_state;
	assign select = state[2:0];
	initial begin
		state = 0;
		next_state = 0;
	end
	always @ (posedge f_clk) begin
		case(state)
		4'b0000:begin
			if(s_clk == 1 & !(btnU || btnL || btnR || btnD || sw0 || sw1)) begin 
				next_state <= 4'b0001;
			end
			else if(btnU == 1 & !(s_clk || btnL || btnR || btnD || sw0 || sw1)) begin 
				next_state <= 4'b0010;
			end
			else if(btnL == 1 & !(btnU || s_clk || btnR || btnD || sw0 || sw1)) begin 
				next_state <= 4'b0011;
			end
			else if(btnR == 1 & !(btnU || btnL || s_clk || btnD || sw0 || sw1)) begin 
				next_state <= 4'b0100;
			end
			else if(btnD == 1 & !(btnU || btnL || btnR || s_clk || sw0 || sw1)) begin 
				next_state <= 4'b0101;
			end
			else if(sw0 == 1  & !(btnU || btnL || btnR || btnD || s_clk || sw1)) begin 
				next_state <= 4'b0110;
			end
			else if(sw1 == 1 & !(btnU || btnL || btnR || btnD || sw0 || s_clk)) begin 
				next_state <= 4'b0111;
			end
			else begin
				next_state <= 4'b0000;
			end
		end
		4'b0001:begin
			next_state <= 4'b1000;
		end
		4'b0010:begin
			next_state <= 4'b1000;
		end
		4'b0011:begin
			next_state <= 4'b1000;
		end
		4'b0100:begin
			next_state <= 4'b1000;
		end
		4'b0101:begin
			next_state <= 4'b1000;
		end
		4'b0110:begin
			if(sw0 == 1) begin
				next_state <= 4'b0110;
			end 
			else begin
				next_state <= 4'b1000;
			end
		end
		4'b0111:begin
			if(sw1 == 1) begin
				next_state <= 4'b0111;
			end 
			else begin
				next_state <= 4'b1000;
			end
		end
		4'b1000:begin
			if(sw0 == 1 & !(btnU||btnL||btnR||btnD||s_clk)) begin
				next_state <= 4'b0110;
			end 
			else if(sw1 == 1 & !(btnU||btnL||btnR||btnD||s_clk)) begin
				next_state <= 4'b0111;
			end
			else if(btnU||btnL||btnR||btnD||s_clk) begin
				next_state <= 4'b1000;
			end
			else begin
				next_state <= 4'b0000;
			end
		end
		default: begin
			next_state <= 4'b1000;
		end
		endcase
	end
	always @(negedge f_clk) begin
		state <= next_state;
	end
endmodule
--- /design/flow/run.sh ---
#!/bin/bash
# OpenROAD 26Q1-2900-gdf79404cd8, Yosys 0.63+post, stock flow scripts
make -C /OpenROAD-flow-scripts/flow DESIGN_CONFIG=/design/flow/config.mk WORK_HOME=/design/flow/orfs finish
--- /design/flow/config.mk ---
export PLATFORM = sky130hd
export DESIGN_NAME = sm_top
export DESIGN_NICKNAME = sm_top
export VERILOG_FILES = /design/flow/design.v
export SDC_FILE = /design/flow/constraint.sdc
export NUM_CORES = 4
export LEC_CHECK = 1
export CORE_UTILIZATION = 30
--- /design/flow/constraint.sdc ---
current_design sm_top

set clk_period 4.2
set clk_io_pct 0.2

create_clock -name clk0 -period $clk_period [get_ports {native_clk}]

set non_clock_inputs [all_inputs -no_clocks]
set_input_delay [expr $clk_period * $clk_io_pct] -clock clk0 $non_clock_inputs
set_output_delay [expr $clk_period * $clk_io_pct] -clock clk0 [all_outputs]
==> impl_metrics.tcl <==
# implementation run metrics
set metrics [dict create \
    status "completed" \
    io_buffer_count 12 \
    fill_cells 921 \
    htreeDepth 2 \
    pin_count 13 \
    period_used_pct 49.4 \
    vdd_drop_max_uv 152 \
    layout-drive-gt1-share_pct 5.64 \
    wl_per_cell_um 11.5 \
    period_minus_slack_ns 2.07 \
    crit_family "AND-OR/OR-AND gates" \
    clockBufferDepth 2 \
    regToRegSetupSlack_ns 2.13 \
    cts_inserted_buffers 5 \
    power.total_w 0.000963 \
    tool_warnings 27 \
    hold_end "med.counter[26]$_DFF_P_" \
    cts_setup_buffers 0 \
    synth-edff-count 0 \
    crit_start "med.counter[14]$_DFF_P_" \
    endpoint_kind "register" \
    most-common-layout-cells "dfxtp_1, nand2_1, nor2_1, nor3_1, a21oi_1" \
    synthesis.area_um2 2850 \
    ys_cells 312 \
    initCoreUtil_pct 30.9 \
    whs_ns 0.455 \
    dieHeight_um 99.4 \
    r2r-end "med.counter[25]$_DFF_P_" \
    clk_latency_ns 0.29 \
    synthArstFlopShare_pct 0 \
    ys_seq_share_pct 46.4 \
    grt_usage_pct 10.1 \
    worstPathRequired_ns 4.40 \
    drtIter0Drc 53 \
    antenna_found_initial 0 \
    r2r_start "med.counter[14]$_DFF_P_" \
    die_x_um 99.4 \
    ys_warn_count 5 \
    cp.arrival_ns 2.27 \
    grt_pass1_wl_um 8320 \
    synth-main-ff-cell "dfxtp_1" \
    vias 2220 \
    synth.distinct_cells 53 \
    fin_area_um2 3170 \
    final_common_cell "dfxtp_1" \
    syn_inst 312 \
    top_area_share_pct 46.4 \
    path_cells "and3_1 > o2111ai_1 > a221oi_2 > buf_4 > o21ba_2" \
    finalHoldViolCount 0 \
    synth_flops 66 \
    gr-total-overflow 0 \
    grt_pass1_vias 1893 \
    synthTopCellsByArea "dfxtp_1, xor2_1, xnor2_1" \
    syn2layout_area_growth_pct 11.5 \
    tns_ns 0 \
    reg2reg_depth 5 \
    place.gp.congestion 0.780 \
    drc 0 \
    grt_max_degree 20 \
    untimed_endpoints 22 \
    max_stage_delay_ns 0.70 \
    cts.clk_slew.worst_paths_ns 0.09 \
    critPathKind "register to register" \
    drv_slew 0 \
    insertedDiodeCount 0 \
    chipArea_um2 9880 \
    cts_resized 0 \
    grt_setup_unrepaired "false" \
    min_path_type "register to register" \
    utilization_pct 34.5 \
    unclocked_regs 18 \
    fmax_mhz 482 \
    ant_nets 0 \
    routed_via_density 5.16 \
    finalSetupViolCount 0 \
    skew_ns 0.00496 \
    hold_buffers 0 \
    tightest_slew_ns 0.757 \
    crit_slowest_cell "a221oi_2" \
    drt_first_pass_iters 4 \
    avgSynthCellArea_um2 9.12 \
    finalWirelength_um 4940 \
    pwr_density_cell_nw_per_um2 304 \
    critical_path.startpoint_type "register" \
    core_area_um2 9200 \
    cp.buffers_inverters 1 \
    top_area_cell "dfxtp_1" \
    cts_root_buf "clkbuf_8" \
    maxCapViolations 0 \
    postPlaceCellArea_um2 3050 \
    max_slew_margin_pct 49.5 \
    cts_tree "yes" \
    yosysChipArea_um2 2850 \
    std_cell_rows 35 \
    min_path_cells 2 \
    dpl.hpwl_um 3500 \
    critPathMaxFanout 18 \
    p_leak_nw 1.07 \
    min_from "med.counter[26]$_DFF_P_" \
]
[final cells by class]
class / instances / area (um^2) / share of cell area, %
clock buffer: 7 / 96.3 / 3.04
multi-input combinational: 222 / 1420 / 44.7
sequential: 66 / 1320 / 41.7
timing repair buffer: 14 / 135 / 4.26
clock inverter: 1 / 30.0 / 0.947
tap: 111 / 139 / 4.38
inverter: 9 / 33.8 / 1.07
[worst max-delay path by stage]
stage                                      to  slack, ns  depth (start not counted)
after CTS                           m_clk_LED       2.11                          1
after global routing  med.counter[25]$_DFF_P_       1.94                          5
final                 med.counter[25]$_DFF_P_       2.13                          5
[registers in the layout, indices dropped and copies added (netlist names)]
register	count
med.counter	28
fast.counter	18
sm.next_state	4
sm.state	4
dd.firstFlop.q	1
dd.secondFlop.q	1
dl.firstFlop.q	1
dl.secondFlop.q	1
dr.firstFlop.q	1
dr.secondFlop.q	1
du.firstFlop.q	1
du.secondFlop.q	1
fast.f_clk	1
med.s_clk	1
sc.firstFlop.q	1
sc.secondFlop.q	1
[report_power, final]
part / internal [W] / total [W] / switching [W]
clock: 0.000210 / 0.000357 / 0.000147
combinational: 0.0000401 / 0.0000729 / 0.0000328
sequential: 0.000499 / 0.000532 / 0.0000337
[metal layers]
metal / vias to the layer above / share of wire, % / track usage, %
met3: 2 / 2.4 / 1.43
met5: - / 0 / 0
met2: 24 / 43 / 16.2
met4: 0 / 0.81 / 1.24
met1: 1044 / 53 / 15.2
li1: 1150 / - / -
[tightest hold or removal path: stages (launching register included)]
cell and delay (ns):
dfxtp_1 0.32, inv_1 0.05, a21oi_1 0.05
[synth_stat cells (all sizes together), types with 2 or more instances]
master / count
nand3b: 2
nand2: 20
a211oi: 3
xnor2: 11
or3: 8
clkbuf: 8
nand3: 14
or4: 9
and4: 6
and3: 6
ha: 3
dfxtp: 66
a21oi: 17
o2111ai: 2
o211ai: 2
xor2: 15
o21a: 3
nor3: 19
buf: 8
inv: 9
o31ai: 8
o21ai: 14
nor4: 6
nand4: 10
nor3b: 2
nor2: 20
or2: 2
[per-stage QoR]
step	worst slack (ns)	cells
floorplan	2.47	313
global placement	2.17	422
detailed placement	2.11	422
CTS	2.11	430
global route	1.94	430
finish	2.13	430
[cells by family (layout without fill, tap and decap cells)]
| kind of cell | Yosys count | after routing | share of synthesized area [%] |
|---|---|---|---|
| xor+xnor | 26 | 26 | 8.00 |
| other cells | 1 | 2 | 0.132 |
| fa+ha+maj | 3 | 3 | 1.32 |
| compound gates | 63 | 63 | 14.8 |
| mux | 1 | 1 | 0.352 |
| flops | 66 | 66 | 46.4 |
| simple gates | 127 | 127 | 25.0 |
| buf+inv | 25 | 31 | 3.91 |
