`./config.mk`:
```
export PLATFORM = sky130hd
export DESIGN_NAME = clk_top
export DESIGN_NICKNAME = clk_top
export VERILOG_FILES = /design/flow/design.v
export SDC_FILE = /design/flow/constraint.sdc
export NUM_CORES = 4
export LEC_CHECK = 1
export CORE_AREA = 10 10 114 114
export DIE_AREA = 0 0 124 124
```
`./constraint.sdc`:
```
current_design clk_top

set clk_period 2.9
set clk_io_pct 0.2

create_clock -name clk0 -period $clk_period [get_ports {native_clk}]

set non_clock_inputs [all_inputs -no_clocks]
set_input_delay [expr $clk_period * $clk_io_pct] -clock clk0 $non_clock_inputs
set_output_delay [expr $clk_period * $clk_io_pct] -clock clk0 [all_outputs]
```
`./design.v`:
```
module clk1Hz(clk100Mhz, s_clk);
	input clk100Mhz;  
	output reg s_clk;  
	reg[27:0] counter;
	initial begin
		counter = 0;
	end
	always @ (posedge clk100Mhz)
	begin
		counter <= counter + 1;  
		if(counter < 50000000) begin
			s_clk <= 1'b1;
		end
		else if (counter >= 50000000 && counter < 100000000) begin
			s_clk <= 1'b0;
		end
		else begin
			counter <= 0;
		end
	end
endmodule
module clk1kHz(clk100Mhz, f_clk);
	input clk100Mhz;  
	output reg f_clk;  
	reg[17:0] counter;
	initial begin
		counter = 0;
	end
	always @ (posedge clk100Mhz)
	begin
		counter <= counter + 1;  
		if(counter < 50000) begin
			f_clk <= 1'b1;
		end
		else if (counter >= 50000 && counter < 100000) begin
			f_clk <= 1'b0;
		end
		else begin
			counter <= 0;
		end
	end
endmodule
module clk_top(native_clk, f_clk_LED, s_clk_LED);
	input native_clk;
	output wire f_clk_LED, s_clk_LED;
	clk1kHz f_clk(native_clk, f_clk_LED);
	clk1Hz  s_clk(native_clk, s_clk_LED);
endmodule
```
`./run.sh`:
```
#!/bin/bash
# OpenROAD 26Q1-2900-gdf79404cd8, Yosys 0.63+post, stock flow scripts
make -C /OpenROAD-flow-scripts/flow DESIGN_CONFIG=/design/flow/config.mk WORK_HOME=/design/flow/orfs finish
```
==> results_slide.txt <==
Run Summary

Setup path
  – Critical Path Start Type: register
  – Critical path data required time: roughly 3.1 ns
  – Crit Path Class: reg -> reg
  – Crit path capture type: register
  – Critical-path maximum fanout: 15
  – CP arrival: 2.38 ns

Final layout
  – Final non-filler cell total: 396
  – Layout cells sized above 1: under 10%
  – Core Util, Final: 24.58%
  – Layout Area Growth over Synthesis: 11.80%

CTS
  – Worst-Skew Late Latency: 0.30 ns
  – H-tree levels: 2
  – CTS Hold Bufs: 0
  – Clk slew on worst S/H paths: about 0.1 ns
  – # Post-CTS Setup Buffers: 0
  – Post-CTS resize count: 0
  – CTS Buf Count: 5
  – Clock Path Buffers: 2
  – CTS tree: yes
  – Clock Tree Root: clkbuf_8
  – Clk sinks: 48

Power
  – Cell leakage power: 0.7558 nW
  – Power per cell area: 436.6 nW/µm²
  – VDD IR max: 0.2089 mV
  – Tot Pwr: 1.118 mW

Final timing
  – Worst Tran Pin Value: 0.9593 ns
  – Post-route worst setup slack: approximately 0.7 ns
  – Peak Freq: 0.4548 GHz
  – RSZ-0062 raised after global routing: no
  – Setup Viol. Count Final: 0
  – Final Max Slew Viols: 0
  – Period utilization: 75.82%
  – Final Hold Vio Count: 0
  – Setup_tns: 0 ns
  – Worst relative slew slack: ~36%
  – Skew final: 0.01383 ns
  – Crit path time final: about 2.2 ns

Die
  – I/O Pins: 3
  – DIE AREA: 15380 µm²
  – Placeable Area: 10420 µm²
  – # rows: 37
  – Die W: 124 µm
  – Core Util at FP: 21.98%
  – Die y size: 124 µm

Route
  – ANT nets after route: 0
  – Via count: 1891
  – Residual DRC count: 0
  – DR vias/cell: 4.775
  – Iteration tally of the first detailed-router pass: 4
  – Antenna fix cells: 0
  – Wire length per cell: 11.12 µm
  – 1st-iter DRT viols: 80
  – Routed WL: 4405 µm

Synth
  – Post-synth ARST share: 0%
  – Post-Synthesis Cells: between 200 and 300
  – Synth unique cells: 39
  – Tally of yosys warning messages: 2
  – Biggest area cells: dfxtp_1 42%, nor3_1 5.7%, a211oi_1 5.2%
  – Synth Cell Area: 2290 µm²
  – Synthesis area per yosys: 2290 µm²
  – Main flop type: dfxtp_1
  – Register area share after synthesis: 41.97%
  – Syn_area_per_cell: a little under 9 µm²
  – Synth top cell by count: dfxtp_1
  – Ys cells: 256
  – Largest area contributor in the netlist: dfxtp_1
  – Synth top cells by count: 48 x dfxtp_1, 26 x nor3_1, 16 x a211oi_1, 15 x nand2_1, 14 x nand3_1
  – Count of library flops with an enable pin: 0
  – Synthesis-stage register bit count: 48
  – Area leader share: around two fifths

Global routing
  – Initial antenna violation count: 0
  – First-pass GRT wire length: 7741 µm
  – Total global-route track usage: 5.835%
  – Vias in the first global route: 1673
  – Largest net degree at the start of global routing: 29
  – Total grt overflow: 0

Run status
  – Status: finished clean

Place
  – Placed cells: 388
  – Pre-CTS setup slack: 0.7936 ns
  – DP Wirelength: 2964 µm
  – Final GP Congestion: 0.8067
  – PortBufs: 2

Run
  – Max-Cap Viols: 0
  – Tool Warnings: 29

Worst hold path
  – Worst hold path type: reg -> reg
-- path summary, 6_finish.rpt --
kind	cells after the start	end	startpoint	slack, ns
setup reg to reg	5	s_clk.counter[12]$_DFF_P_	s_clk.counter[13]$_DFF_P_	0.70
hold / removal	1	f_clk.counter[0]$_DFF_P_	f_clk.counter[0]$_DFF_P_	0.47
setup / recovery	5	s_clk.counter[12]$_DFF_P_	s_clk.counter[13]$_DFF_P_	0.70
hold reg to reg	1	f_clk.counter[0]$_DFF_P_	f_clk.counter[0]$_DFF_P_	0.47
-- metrics by stage --
stage | cell area [µm²] | hold WS (ns)
global placement | 2467 | 0.4540
CTS | 2560 | 0.4760
floorplan | 2293 | 0.4412
global route | 2560 | 0.5086
finish | 2560 | 0.4705
detailed placement | 2467 | 0.4645
-- cell usage in the layout, fill, tap and decap left out, types with 8 or more instances in the layout --
cell type,netlist,final
a211oi_1,16,16
nand2_1,15,15
xor2_1,12,12
or3_1,8,8
dfxtp_1,48,48
nand3_1,14,14
xnor2_1,9,9
o21ai_0,11,11
nand4_1,11,11
nor3_1,26,26
or4_1,8,8
inv_1,9,9
-- critical path: stages, from the launching register on --
cell,delay (ns)
dfxtp_1,0.42
nand4_1,0.15
o21bai_1,0.22
a211oi_2,0.84
buf_4,0.35
nor3_1,0.08
-- registers in the layout (all words and copies together) (netlist names) --
signal	count
s_clk.s_clk	1
s_clk.counter	28
f_clk.counter	18
f_clk.f_clk	1
-- layer usage --
| metal | up-vias | GRT usage [%] | routed length [µm] |
|---|---|---|---|
| met3 | 4 | 1.102 | 135 |
| met1 | 892 | 8.732 | 2394 |
| met4 | 0 | 0.6475 | 43 |
| met2 | 16 | 8.874 | 1831 |
| met5 | - | 0 | 0 |
| li1 | 979 | - | - |
-- report_power, final --
part	internal [mW]	total (mW)	switching (mW)
clock	0.171	0.403	0.232
sequential	0.669	0.684	0.0144
combinational	0.0154	0.0307	0.0154
-- logic make-up after synthesis --
| logic type | synth area share, % |
|---|---|
| flops | 41.97 |
| fa+ha+maj | 2.186 |
| other cells | 0.1638 |
| simple gates | 27.21 |
| compound gates | 17.10 |
| xor+xnor | 8.033 |
| buf+inv | 3.333 |
-- cell type report --
type | instances | area (µm²)
fill | 1098 | 7856
multi-input combinational | 189 | 1256
sequential | 48 | 960.9
tap | 136 | 170.2
clock buffer | 5 | 68.82
timing repair buffer | 5 | 42.54
inverter | 10 | 37.54
clock inverter | 3 | 23.77
Power and IR drop assume default switching activity.
